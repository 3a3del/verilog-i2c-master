$ cat run.sh
#!/bin/bash
# OpenROAD 26Q1-2900-gdf79404cd8, Yosys 0.63+post, stock flow scripts
make -C /OpenROAD-flow-scripts/flow DESIGN_CONFIG=/design/flow/config.mk WORK_HOME=/design/flow/orfs finish
$ cat config.mk
export PLATFORM = sky130hd
export DESIGN_NAME = eeprom_top
export DESIGN_NICKNAME = eeprom_top
export VERILOG_FILES = /design/flow/design.v
export SDC_FILE = /design/flow/constraint.sdc
export NUM_CORES = 4
export LEC_CHECK = 1
export CORE_UTILIZATION = 50
$ cat design.v
`timescale 1ns / 1ps
module eeprom_top #(parameter N = 8) (
    input clk,               
    input rst,               
    input newd,              
    input ack,               
    input wr,                
    output scl,              
    inout sda,               
    input [N-1:0] wdata,       
    input [N-2:0] addr,        
    output reg [N-1:0] rdata,  
    output reg done          
);
reg ram_we, ram_re;      
wire [N-1:0] ram_rdata;    
reg sda_en = 0;          
reg sclt, sdat, donet;   
reg [N-1:0] rdatat;        
reg [N-1:0] addrt;         
RAM #(.N(N)) memory (
    .clk(clk),
    .addr(addrt),
    .wdata(wdata),
    .rdata(ram_rdata),
    .we(ram_we),
    .re(ram_re)
);
    localparam idle = 0, 
              check_wr = 1, 
              wstart = 2, 
              wsend_addr = 3, 
              waddr_ack = 4, 
              wsend_data = 5, 
              wdata_ack = 6, 
              wstop = 7, 
              rsend_addr = 8, 
              raddr_ack = 9, 
              rsend_data = 10,
              rdata_ack = 11, 
              rstop = 12;
    reg [3:0] state = idle;  
    reg sclk_ref = 0;        
    integer count = 0;       
    integer i = 0;           
    always @(posedge clk) begin
        if (count <= 9) begin
            count <= count + 1;     
        end else begin
            count <= 0; 
            sclk_ref <= ~sclk_ref;
        end
    end
    always @(posedge sclk_ref, posedge rst) begin 
        if (rst == 1'b1) begin
            sclt <= 1'b0;
            sdat <= 1'b0;
            donet <= 1'b0;
            done <= 1'b0;
        end else begin
            case (state)
                idle: begin
                    sdat <= 1'b0;
                    done <= 1'b0;  
                    sda_en <= 1'b1;
                    sclt <= 1'b1;  
                    sdat <= 1'b1;
                    ram_we <= 1'b0;
                    ram_re <= 1'b0;
                    if (newd == 1'b1) 
                        state <= wstart;
                    else 
                        state <= idle;         
                end
                wstart: begin
                    sdat <= 1'b0;      
                    sclt <= 1'b1;      
                    state <= check_wr;  
                    addrt <= {addr, wr}; 
                end
                check_wr: begin
                    if (wr == 1'b1) begin
                        state <= wsend_addr;
                        ram_we <= 1'b1;
                        ram_re <= 1'b0;
                        sdat <= addrt[0];
                        i <= 1;
                    end else begin
                        state <= rsend_addr;
                        ram_re <= 1'b1;
                        ram_we <= 1'b0;
                        sdat <= addrt[0];
                        i <= 1;
                    end
                end
                wsend_addr: begin                
                    if (i <= 7) begin
                        sdat <= addrt[i];
                        i <= i + 1;
                    end else begin
                        i <= 0;
                        state <= waddr_ack; 
                    end   
                end
                waddr_ack: begin
                    if (ack == 1'b1) begin
                        state <= wsend_data;
                        sdat <= wdata[0];
                        i <= i + 1;
                        sda_en <= 1'b0;
                    end else
                        state <= waddr_ack;
                end
                wsend_data: begin
                    if (i <= N-1) begin
                        i <= i + 1;
                        sdat <= wdata[i]; 
                    end else begin
                        i <= 0;
                        state <= wdata_ack;
                    end
                end
                wdata_ack: begin
                    if (ack == 1'b1) begin
                        state <= wstop;
                        sdat <= 1'b0;
                        sclt <= 1'b1;
                    end else 
                        state <= wdata_ack;
                end
                wstop: begin
                    sdat <= 1'b1;
                    state <= idle;
                    done <= 1'b1;
                    ram_we <= 1'b0;   
                end
                rsend_addr: begin
                    if (i <= N-1) begin
                        sdat <= addrt[i];
                        i <= i + 1;
                    end else begin
                        i <= 0;
                        state <= raddr_ack; 
                    end   
                end
                raddr_ack: begin
                    if (ack == 1'b1) begin
                        state <= rsend_data;
                        sda_en <= 1'b0;
                        ram_re <= 1'b1;   
                    end else
                        state <= raddr_ack;
                end
                rsend_data: begin
                    if (i <= N-1) begin
                        i <= i + 1;
                        state <= rsend_data;
                        rdata[i] <= sda;
                    end else begin
                        i <= 0;
                        state <= rstop;
                        sclt <= 1'b1;
                        sdat <= 1'b0;
                        ram_re <= 1'b0;   
                    end         
                end
                rstop: begin
                    sdat <= 1'b1;
                    state <= idle;
                    done <= 1'b1;  
                end
                default: state <= idle;
            endcase
        end
    end
    assign scl = ((state == wstart) || (state == wstop) || (state == rstop)) ? sclt : sclk_ref;
    assign sda = (sda_en == 1'b1) ? sdat : 1'bz;
endmodule
`timescale 1ns / 1ps
module RAM #(parameter N = 8)(
    input clk,                
    input [N-1:0] addr,       
    input [N-1:0] wdata,      
    output reg [N-1:0] rdata, 
    input we,                 
    input re                  
);
    reg [N-1:0] mem [0:255];  
    always @(posedge clk) begin
        if (we && !re) begin
            mem[addr] <= wdata;   
        end
        else if (re && !we) begin
            rdata <= mem[addr];   
        end
    end
endmodule
$ cat constraint.sdc
current_design eeprom_top

set clk_period 3.7
set clk_io_pct 0.2

create_clock -name clk0 -period $clk_period [get_ports {clk}]

set non_clock_inputs [all_inputs -no_clocks]
set_input_delay [expr $clk_period * $clk_io_pct] -clock clk0 $non_clock_inputs
set_output_delay [expr $clk_period * $clk_io_pct] -clock clk0 [all_outputs]
==> run_results.csv <==
group,metric,value,unit
logic_synthesis,yosysMostFrequentCell,"sky130_fd_sc_hd__nor2_1",
clocking,cts.path.max_buffers,2,
place,gp_congestion,0.871,
logic_synthesis,yosys-top-cells-area,"sky130_fd_sc_hd__edfxtp_1 (27%), sky130_fd_sc_hd__dfxtp_1 (11%), sky130_fd_sc_hd__xor2_1 (6.2%)",
logic_synthesis,adder_share,1.08,%
logic_synthesis,yosys-stat-cells,660,
status,status,"aborted with a tool error",
logic_synthesis,netlist_instances,660,
place,hpwlAfterDp,9.06,mm
logic_synthesis,netlist.area_leader.share,27.5,%
die,dieWidth,110,um
logic_synthesis,synthAoiAreaFrac,11.6,%
clocking,cts-resized-gates,0,
status,error,"[error] [KeplerFormal.cpp:679] Workflow failed: Iso has multiple drivers: .sda0, sda$_DFFE_PP0P_.Q0",
clocking,cts-buffers-inserted,5,
logic_synthesis,mux_area_share,4.75,%
logic_synthesis,synth-xor-area-share,11.0,%
place,port-buffer-count,29,
logic_synthesis,synth.cellmix.simpleShare,27.4,%
logic_synthesis,synth_top_flop_cell,"sky130_fd_sc_hd__edfxtp_1",
logic_synthesis,yosys-stat-area,5790,um2
logic_synthesis,synth_flops,88,
clocking,cts.repair_timing.setup_buffer_count,0,
logic_synthesis,yosysWarnings,3,
logic_synthesis,average_instance_area_after_synthesis,8.78,um2
sta,unclocked_regs,55,
die,floorplanUtilization,52.3,%
logic_synthesis,netlist-cell-type-count,79,
logic_synthesis,synth-seq-area-share,39.8,%
die,io-pin-count,31,
clocking,cts_root_buffer,"sky130_fd_sc_hd__clkbuf_16",
logic_synthesis,synthArstFlopShare,3.41,%
clocking,hold_bufs_inserted_after_cts,0,
logic_synthesis,mappedNetlistArea,5790,um2
sta,unconstrained_endpoints,117,
clocking,ctsHtreeMaxLevel,2,
logic_synthesis,post-synth-top-area-cell,"sky130_fd_sc_hd__edfxtp_1",
logic_synthesis,synth.cells.most_frequent,"sky130_fd_sc_hd__nor2_1 (95), sky130_fd_sc_hd__edfxtp_1 (53), sky130_fd_sc_hd__nand2_1 (48), sky130_fd_sc_hd__xor2_1 (41), sky130_fd_sc_hd__nand3_1 (35)",
place,dpl_cell_area,6140,um2
logic_synthesis,post_synth_main_logic_family,"simple AND/OR/NAND/NOR gates",
die,die_h,110,um
die,num_rows,38,
logic_synthesis,synth-edff-count,53,
status,failed_stage,"clock tree synthesis",
-- metrics by stage --
stage / setup slack, ns / std cells
after detailed placement: 1.36 / 791
after floorplan: 1.56 / 660
after global placement: 1.36 / 791
-- kinds of logic after synthesis --
family          after synthesis
simple gates                316
compound gates               97
flops                        88
xor+xnor                     72
buf+inv                      62
mux                          20
fa+ha+maj                     5
